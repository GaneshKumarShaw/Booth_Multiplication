==> design.v <==
`timescale 1ns / 1ps
module ADDER(sum,
             dataL,
             dataR);
parameter n=16,  
          m=16;  
output[n:0] sum;
input[n-1:0] dataL,
             dataR;
wire[n-1:0] S;
assign S=dataL+dataR;
assign sum={S[n-1],S};            
endmodule
`timescale 1ns / 1ps
module COMP2S(data_out,
              data_in);
parameter n=16,  
          m=16;  
output[n-1:0] data_out;
input[n-1:0] data_in;
wire[n:0] comp;
assign comp=17'b1000_0000_0000_00000-{data_in[n-1],data_in};
assign data_out=comp[n-1:0];        
endmodule
`timescale 1ns / 1ps
module CONTROLLER(load,
                  loadAC,
                  rstAC,
                  shift,
                  count16set,
                  count16reset,
                  clk,
                  start,
                  rst,
                  count16done);
output reg load,
           loadAC,
           rstAC,
           shift,
           count16set,
           count16reset;
input clk,
      rst,
      start,
      count16done;
parameter S0=2'b00,S1=2'b01,S2=2'b10,S3=2'b11;  
reg[1:0] ps,ns;
always @(posedge clk)
begin
 if(rst)
  ps<= #3 S0;
 else
  ps<=#3 ns;
end    
always @(*)
begin
case(ps)
S0: begin
     rstAC=1'b1;
     loadAC=1'b0;
     load=1'b0;
     shift=1'b0;
     count16set=1'b0;
     count16reset=1'b1;  
     if(start)
      ns=S1;
     else
      ns=S0;
    end
S1: begin
     rstAC=1'b1;
     loadAC=1'b0;
     load=1'b1;
     shift=1'b0;
     count16set=1'b0;
     count16reset=1'b1; 
     ns=S2;
    end 
S2: begin
     rstAC=1'b0;
     loadAC=1'b1;
     load=1'b0;
     shift=1'b1;
     count16set=1'b1;
     count16reset=1'b0; 
     if(count16done)
      ns=S3;
     else
      ns=S2; 
    end   
S3: begin
     rstAC=1'b0;
     loadAC=1'b0;
     load=1'b0;
     shift=1'b0;
     count16set=1'b0;
     count16reset=1'b1;
     if(start)
      ns=S1;
     else
      ns=S3;
    end 
default: begin
          rstAC=1'b1;
          loadAC=1'b0;
          load=1'b0;
          shift=1'b0;
          count16set=1'b0;
          count16reset=1'b1;
          ns=S0;
         end 
endcase                       
end                             
endmodule
`timescale 1ns / 1ps
module COUNTER16(count16done,  
                 clk,
                 count16set,   
                 count16reset,
                 rst);
output  count16done;  
input count16set,
      count16reset,
      rst,
      clk;
reg[3:0] count;
wire[3:0] wire_in;
wire[4:0] wire_out;
assign wire_out={1'b0,wire_in}+1;
assign wire_in=count;
always @(posedge clk)
begin
 if(rst)
  count<=#3 4'b0000;
 else if(count16reset) 
  count<=#3 4'b0000;
 else if(count16set)
  count<=#3 wire_out[3:0];
end  
assign count16done=wire_out[4];
endmodule
`timescale 1ns / 1ps
module DATAPATH(Product,
                done,
                clk,
                multiplicand,
                multiplier,
                start,
                rst);
parameter n=16,     
          m=16 ;   
output[m+n-1:0] Product;
output reg done;
input[n:0] multiplicand;
input[m:0] multiplier;
input clk,
      start,
      rst;
wire cr_rstAC,
     cr_loadAC,
     cr_load,
     cr_shift,
     cr_count16set,
     cr_count16reset,
     cr_clk,
     cr_start,
     cr_count16done,
     cr_rst;
wire ct_count16done,
     ct_clk,
     ct_count16set,
     ct_count16reset,
     ct_rst; 
wire[n-1:0] c2s_data_out,
            c2s_data_in; 
wire[n-1:0] md_data_out;
wire[n-1:0] md_data_in;
wire md_clk,
     md_load,
     md_rst;  
wire[n-1:0] md2s_data_out;
wire[n-1:0] md2s_data_in;
wire md2s_clk,
     md2s_load,
     md2s_rst; 
wire[n-1:0] mx1_data_out,
            mx1_data0,
            mx1_data1;
wire mx1_sel;                           
wire[n:0] add_sum;
wire[n-1:0] add_dataL,
            add_dataR;
wire[n:0] mx2_data_out,
          mx2_data0,
          mx2_data1;
wire mx2_sel;  
wire[n-1:0] ac_data_out,
            ac_data_in;
wire ac_clk,
     ac_loadAC,
     ac_rstAC,
     ac_rst;  
wire[m-1:0] mr_data_in;
wire[m-1:0] mr_data_out;
wire mr_clk,
     mr_load,
     mr_shift_data,
     mr_shift,
     mr_rst; 
reg Q; 
wire x;                    
CONTROLLER cr(.load(cr_load),
                  .loadAC(cr_loadAC),
                  .rstAC(cr_rstAC),
                  .shift(cr_shift),
                  .count16set(cr_count16set),
                  .count16reset(cr_count16reset),
                  .clk(cr_clk),
                  .start(cr_start),
                  .rst(cr_rst),
                  .count16done(cr_count16done));     
assign cr_clk=clk;
assign cr_start=start;
assign cr_count16done=ct_count16done;
assign cr_rst=rst;
COUNTER16 ct(.count16done(ct_count16done),  
                 .clk(ct_clk),
                 .count16set(ct_count16set),   
                 .count16reset(ct_count16reset),
                 .rst(ct_rst));
assign ct_clk=clk;
assign ct_count16set=cr_count16set;
assign ct_count16reset=cr_count16reset;
assign ct_rst=rst; 
COMP2S comp2s(.data_out(c2s_data_out),
              .data_in(c2s_data_in));   
assign c2s_data_in=multiplicand;
PIPO md(.data_out(md_data_out),
            .clk(md_clk),
            .data_in(md_data_in),
            .load(md_load),
            .rst(md_rst));
assign md_clk=clk;
assign md_data_in=multiplicand;
assign md_load=cr_load;
assign md_rst=rst;           
PIPO md2s(.data_out(md2s_data_out),
            .clk(md2s_clk),
            .data_in(md2s_data_in),
            .load(md2s_load),
            .rst(md2s_rst));
assign md2s_clk=clk;
assign md2s_data_in=c2s_data_out;
assign md2s_load=cr_load;
assign md2s_rst=rst;
MUX16BITS mx1(.data_out(mx1_data_out),
                 .data0(mx1_data0),
                 .data1(mx1_data1),
                 .sel(mx1_sel)); 
assign mx1_data0=md2s_data_out;
assign mx1_data1=md_data_out;
assign mx1_sel=Q;
ADDER add(.sum(add_sum),
             .dataL(add_dataL),
             .dataR(add_dataR));  
assign add_dataL=ac_data_out;
assign add_dataR=mx1_data_out;  
MUX17BITS mx2(.data_out(mx2_data_out),
                 .data0(mx2_data0),
                 .data1(mx2_data1),
                 .sel(mx2_sel));
assign mx2_data0={ac_data_out[n-1],ac_data_out};
assign mx2_data1=add_sum;
assign mx2_sel=x; 
SPIPO ac(.data_out(ac_data_out),
             .clk(ac_clk),
             .data_in(ac_data_in),
             .load(ac_loadAC),
             .rst(ac_rst),
             .Srst(ac_rstAC));
assign ac_clk=clk;
assign ac_data_in=mx2_data_out[n:1];
assign ac_loadAC=cr_loadAC;
assign ac_rst=rst;
assign ac_rstAC=cr_rstAC;  
PISO mr(.data_out(mr_data_out),
             .clk(mr_clk),
             .data_in(mr_data_in),
              .load(mr_load),
             .shift_data(mr_shift_data),
             .shift(mr_shift),
             .rst(mr_rst));         
assign mr_clk=clk;
assign mr_data_in=multiplier;
assign mr_load=cr_load;
assign mr_shift_data=mx2_data_out[0];
assign mr_shift=cr_shift;
assign mr_rst=rst;
always @(posedge clk)
begin
 if(rst)
  Q<=1'b0;
 else if(cr_load)
  Q<=1'b0;
 else
  Q<=mr_data_out[0];
end
xor(x,mr_data_out[0],Q);
assign Product={ac_data_out,mr_data_out};   
always @(posedge clk)
if(rst)
 done<= #3 1'b0;
else 
 done<= #3 cr_count16done;                
endmodule
`timescale 1ns / 1ps
module MUX16BITS(data_out,
                 data0,
                 data1,
                 sel);
parameter n=16,  
          m=16;  
output[n-1:0] data_out;
input[n-1:0] data0,
             data1;
input sel;             
assign data_out=sel?data1:data0;                          
endmodule
`timescale 1ns / 1ps
module MUX17BITS(data_out,
                 data0,
                 data1,
                 sel);
parameter n=16,  
          m=16;  
output[n:0] data_out;
input[n:0] data0,
             data1;
input sel;             
assign data_out=sel?data1:data0;                          
endmodule
`timescale 1ns / 1ps
module PIPO(data_out,
            clk,
            data_in,
            load,
            rst);
parameter n=16,  
          m=16;  
output reg[n-1:0] data_out;
input[n-1:0] data_in;
input clk,
      rst,
      load;
always @(posedge clk)
begin
 if(rst)
  data_out<=16'b0;
 else if(load)
  data_out<=data_in;
 else
  data_out<=data_out;
end      
endmodule
`timescale 1ns / 1ps
module PISO( data_out,
             clk,
             data_in,
              load,
             shift_data,
             shift,
             rst);
parameter n=16,  
          m=16;  
output reg[m-1:0] data_out;
input[m-1:0] data_in;
input clk,
      load,
      shift_data,
      shift,
      rst;     
always @(posedge clk)
begin
 if(rst)
  data_out<=16'b0;
 else if(load)
  data_out<=data_in;
 else if(shift)
  data_out<={shift_data,data_out[m-1:1]};
 else
  data_out<=data_out;  
end  
endmodule
`timescale 1ns / 1ps
module SPIPO(data_out,
             clk,
             data_in,
             load,
             rst,
             Srst);
parameter n=16,  
          m=16;  
output reg[m-1:0] data_out;
input[m-1:0] data_in;
input clk,
      rst,
      load,
      Srst;           
always @(posedge clk)
begin
 if(rst)
  data_out<=16'b0;
 else if(Srst)
  data_out<=16'b0;
 else if(load)
  data_out<=data_in;
 else
  data_out<=data_out;
end          
endmodule
==> run.sh <==
#!/bin/bash
# OpenROAD 26Q1-2900-gdf79404cd8, Yosys 0.63+post, stock flow scripts
make -C /OpenROAD-flow-scripts/flow DESIGN_CONFIG=/design/flow/config.mk WORK_HOME=/design/flow/orfs finish
==> config.mk <==
export PLATFORM = sky130hd
export DESIGN_NAME = DATAPATH
export DESIGN_NICKNAME = DATAPATH
export VERILOG_FILES = /design/flow/design.v
export SDC_FILE = /design/flow/constraint.sdc
export NUM_CORES = 4
export LEC_CHECK = 1
export CORE_UTILIZATION = 40
==> constraint.sdc <==
current_design DATAPATH

set clk_period 5.1
set clk_io_pct 0.2

create_clock -name clk0 -period $clk_period [get_ports {clk}]

set non_clock_inputs [all_inputs -no_clocks]
set_input_delay [expr $clk_period * $clk_io_pct] -clock clk0 $non_clock_inputs
set_output_delay [expr $clk_period * $clk_io_pct] -clock clk0 [all_outputs]
==> impl_metrics.py <==
# Metrics from the implementation run
metrics = {
    "critical_path": {
        "worstSetupPathType": "reg -> reg",
        "endpoint_kind": "flip-flop",
        "reg2reg_depth": 9,
        "worst-r2r-setup-slack_ns": 2.11,
        "r2r-end": "ac.data_out[12]",
        "crit_arrival_ns": 3.24,
        "r2r_start": "Q",
        "crit_path_start_kind": "flip-flop",
        "required_ns": 5.35,
        "crit_fanout": 11,
    },
    "clocking": {
        "numCtsBuffers": 9,
        "clock-sinks": 73,
        "cts_max_level": 3,
        "cts_hold_buf": 0,
        "post-cts-setup-buffer-count": 0,
        "clockRootBuffer": "clkbuf_8",
        "cts_tree": "done",
        "cts_buffer_depth": 2,
        "post_cts_resized": 0,
        "clkTransAtPathRegs_ns": 0.09,
        "clock_latency_ns": 0.35,
    },
    "floorplanning": {
        "row_count": 36,
        "die_h_microns": 102.4,
        "chipWidth_microns": 102.4,
        "core_area_sq_mm": 0.009774,
        "core_util_floorplan_pct": 41.22,
        "ioPinCount": 70,
        "die_area_sq_mm": 0.01048,
    },
    "power": {
        "vdd_drop_max_v": 0.0001352,
        "power_density_mw_per_mm2": 261.6,
        "p_leak_nw": 1.910,
    },
    "min_path": {
        "min_from": "md2s.data_out[10]",
        "worstHoldEndpoint": "md2s.data_out[10]",
        "worstHoldPathCells": 2,
        "hp-class": "reg -> reg",
    },
    "yosys": {
        "synthArstFlopShare_pct": 0,
        "mappedNetlistArea_sq_mm": 0.004029,
        "synth-edff-count": 0,
        "ys_ff": 73,
        "synthFlopType": "dfxtp_1",
        "synth_seq_share_pct": 36.27,
        "yosysCellCount": 483,
        "ys_area_sq_mm": 0.004029,
        "synth.top_cell.area_share_pct": 36.27,
        "area_leaders": "dfxtp_1 36%, nand2_1 8.0%, a21oi_1 8.0%, ha_1 5.3%, a22oi_1 3.7%",
        "yosys_warnings": 6,
        "synthCells": 483,
        "yosys.cell_types.count": 67,
        "synth_top_cell_by_area": "dfxtp_1",
        "syn_area_per_cell_sq_um": 8.341,
    },
    "final_timing": {
        "final-hold-violation-count": 0,
        "post-route-min-period_ns": 2.986,
        "drv_slew": 0,
        "clock.fmax_mhz": 334.9,
        "worstMarginPinSlew_ns": 0.7035,
        "timing.final.crit_share_pct": 58.55,
        "setup_viol": 0,
        "timing.setup.tns_ns": 0,
        "hold_slack_ns": 0.4503,
        "slew_headroom_pct": 52.93,
        "rsz0062_at_grt": "no",
        "fin_skew_ns": 0.01177,
    },
    "detailed_routing": {
        "drtPass1Iterations": 5,
        "num_vias": 3671,
        "routed_wl_microns": 9750,
        "ant_nets": 0,
        "drt_iter0_markers": 162,
        "vias_per_cell": 5.422,
        "drc": 0,
        "antenna_cells": 0,
        "wl_per_cell_microns": 14.40,
    },
    "global_routing": {
        "grt_pass1_wl_microns": 15900,
        "grt_pass1_vias": 3187,
        "grt_max_degree": 66,
        "overflow": 0,
        "antenna_found_initial": 0,
        "grt.total_usage_pct": 19.24,
    },
    "finish": {
        "mostFrequentLayoutCell": "nand2_1",
        "synthToLayoutAreaGrowth_pct": 24.38,
        "layout_top_cells": "86 x nand2_1, 73 x dfxtp_1, 66 x clkdlybuf4s50_1",
        "drive_above_1_share_pct": 9.375,
    },
    "outcome": {
        "status": "completed",
    },
    "placed_design": {
        "io_buffers": 67,
        "gp_congestion": 0.8868,
        "dp_hpwl_microns": 6790,
    },
    "run": {
        "cap_viol_max_count": 0,
        "warning_count": 27,
    },
}
layer usage:
metal / up-vias / track usage (%) / wire [microns] / share of wire [%]
met2: 96 / 27.36 / 4146 / 43
li1: 1868 / - / - / -
met4: 0 / 2.198 / 136 / 1.4
met3: 11 / 2.434 / 489 / 5.0
met1: 1696 / 32.38 / 4978 / 51
met5: - / 0 / 0 / 0
Yosys cell counts, drive strengths merged (4+ instances only):
library cell	instances
and3	6
nand3b	6
inv	9
mux2i	4
nand4	6
xnor2	7
a22oi	20
dfxtp	73
mux2	13
nor2	23
clkbuf	20
xor2	12
o211ai	7
a21oi	64
o21ai	13
nor3	15
nand2b	5
ha	17
nand3	10
nand2	87
buf	8
metrics by stage:
stage                     setup slack (ns)  instances  power [mW]  util (%)  cell area (sq um)
final                                2.114        677       1.311     51.27               5011
after global routing                 1.807        677       1.374     51.27               5011
after CTS                            2.038        677       1.323     51.27               5011
after detailed placement             2.050        662      0.8115     49.05               4795
after global placement               2.068        662      0.8095     49.05               4795
after floorplan                      2.304        483      0.7328         -               4029
report_power, final:
part | internal (mW) | leakage (nW) | switching [mW] | total (mW)
Combinational | 0.0859 | 1.20 | 0.0998 | 0.186
Clock | 0.286 | 0.113 | 0.226 | 0.513
Sequential | 0.595 | 0.595 | 0.0175 | 0.613
Total | 0.967 | 1.91 | 0.343 | 1.31
sequential cells by signal, indices dropped and copies added, names as in the netlist:
register / cells
ac.data_out: 16
md.data_out: 16
mr.data_out: 16
md2s.data_out: 15
cr.ps: 4
ct.count: 4
Q: 1
done: 1
how the worst max path moves through the flow:
stage	startpoint	slack (ns)	end
CTS	Q	2.04	ac.data_out[12]
global route	Q	1.81	ac.data_out[12]
finish	Q	2.11	ac.data_out[12]
cells by family after synthesis:
family	count (synthesis)	share of synthesized area (%)
flip-flops	73	36.27
XOR/XNOR	19	4.503
AND-OR/OR-AND	143	23.01
adder cells (fa/ha/maj)	18	5.776
buffers and inverters	37	3.913
multiplexers	17	4.627
AND/OR/NAND/NOR	176	21.90
worst max-delay path: stages, from the launching register on:
cell	delay (ns)
dfxtp_1	0.52
buf_4	0.29
mux2i_1	0.34
inv_1	0.08
ha_1	0.29
a211oi_1	0.31
o21ai_0	0.27
a2111oi_2	0.47
nor4_2	0.09
a211o_1	0.23
cell type report:
class,instances,area (sq um)
Timing Repair Buffer,74,718.2
Multi-Input combinational cell,373,2415
Clock inverter,5,78.83
Tap cell,133,166.4
Clock buffer,10,137.6
Fill cell,960,4763
Inverter,9,33.78
Sequential cell,73,1461
Power is estimated from default activity; no workload was simulated.
